$ cat /design/flow/config.mk
export PLATFORM = sky130hd
export DESIGN_NAME = example_module
export DESIGN_NICKNAME = example_module
export VERILOG_FILES = /design/flow/design.v
export SDC_FILE = /design/flow/constraint.sdc
export NUM_CORES = 4
export LEC_CHECK = 1
export CORE_UTILIZATION = 30
$ cat /design/flow/constraint.sdc
current_design example_module

set clk_period 5.2
set clk_io_pct 0.2

create_clock -name clk0 -period $clk_period [get_ports {clk}]

set non_clock_inputs [all_inputs -no_clocks]
set_input_delay [expr $clk_period * $clk_io_pct] -clock clk0 $non_clock_inputs
set_output_delay [expr $clk_period * $clk_io_pct] -clock clk0 [all_outputs]
$ cat /design/flow/design.v
module example_module #(
    parameter WIDTH = 8,                
    parameter DEPTH = 16,               
    parameter ENABLE_FEATURE = 1'b1,    
    parameter CLK_DIV = 2               
) (
    input wire clk,                     
    input wire rst_n,                   
    input wire [WIDTH-1:0] data_in,     
    input wire wr_en,                   
    input wire rd_en,                   
    output reg [WIDTH-1:0] data_out,    
    output wire full,                   
    output wire empty                   
);
    reg [WIDTH-1:0] memory [0:DEPTH-1];
    reg [3:0] wr_ptr, rd_ptr;
    always @(posedge clk or negedge rst_n) begin
        if (!rst_n) begin
            data_out <= 0;
            wr_ptr <= 0;
            rd_ptr <= 0;
        end
        else begin
            if (wr_en && !full) begin
                memory[wr_ptr] <= data_in;
                wr_ptr <= wr_ptr + 1;
            end
            if (rd_en && !empty) begin
                data_out <= memory[rd_ptr];
                rd_ptr <= rd_ptr + 1;
            end
        end
    end
    assign full = (wr_ptr + 1 == rd_ptr);
    assign empty = (wr_ptr == rd_ptr);
endmodule
$ cat /design/flow/run.sh
#!/bin/bash
# OpenROAD 26Q1-2900-gdf79404cd8, Yosys 0.63+post, stock flow scripts
make -C /OpenROAD-flow-scripts/flow DESIGN_CONFIG=/design/flow/config.mk WORK_HOME=/design/flow/orfs finish
==> results_slide.txt <==
Flow Results at a Glance

Job
  – Max capacitance violation total: 0
  – Tool warning count: 31

Power
  – Worst vdd ir: 0.0002616 V
  – Sequential Power Share: 0.362
  – P_int: 0.002691 W
  – Final Total Pwr: 0.004084 W
  – Switching pwr: 0.001393 W
  – LEAKAGE: 2.367 nW
  – Clock share of power: 0.309
  – Power Density: 575.3 mW/mm^2
  – Net Sw Frac: 0.3411
  – Logic pwr share: 0.329

Routing
  – Detailed Routing Iterations Pass 1: 5
  – Via density: 5.043
  – DR iter-0 viols: 266
  – DR WL/cell: 19.84 um
  – Total number of vias: 3510
  – Antenna Cells: 0
  – Final ANT Viol Nets: 0
  – DRC: 0
  – WL final: 13.81 mm

Setup path
  – Cells along the critical path: inv_1 > ha_1 > xnor2_1 > nand3_1 > nor3_1 > clkdlybuf4s50_1
  – R2r setup slk: 2.33 ns
  – Startpoint types: flip-flop
  – Crit path depth: 6
  – CP max stage cell: clkdlybuf4s50_1
  – Element type at the critical path end: output pin
  – WS Path Type: flip-flop to output pin
  – Reg2reg start: wr_ptr[0]
  – Crit. Startpoint: wr_ptr[0]
  – Buffers & Inverters on Critical Path: 2
  – R2R Path End: memory[1][4]
  – CP top delay family: buffers and inverters
  – Max incr delay on CP: 0.48 ns
  – Register-to-Register Path Depth: 7
  – WP data required: 4.16 ns
  – Arrival @ worst endpoint: 2.33 ns
  – CP endpoint: full
  – CP max FO: 6

Synthesis
  – Flops after synth: 144
  – Count of library flops with an enable pin: 128
  – Ys async rst share: 0.1111
  – # Cells Yosys: 385
  – Synth Instances: 385
  – Average size of a mapped cell: 15.20 sq um
  – Ys Warns: 2
  – Seq share, synth: 0.7254
  – Main flop type: edfxtp_1
  – YS chip area: 0.005851 sq mm
  – Cell variety after synth: 50
  – Synthesized cell area: 0.005851 sq mm

Cells and area
  – Dominant logic cell type in the layout: edfxtp_1
  – Top cells excl fill/tap: edfxtp_1 (128), buf_4 (22), a22oi_1 (21), clkdlybuf4s50_1 (21), nand2_1 (19)
  – Area grow syn2layout: 21.34%
  – Fillers: 1747
  – Design area: 0.007099 sq mm
  – Storage cell area: 0.004244 sq mm
  – Layout cell share with drive strength beyond 1: 0.1514
  – Comb. cell area: 0.001503 sq mm

Outcome
  – Status: finished clean

Clock network
  – CTS tree: built
  – Root buf cell: clkbuf_16
  – H-tree Lvls: 4
  – Max Root-Sink Buffers: 2
  – CTS sink count: 144
  – Buffer count from post-CTS setup fixing: 0
  – Reg clk slew, reported paths: 0.06 ns
  – Clk latency late pin: 0.42 ns
  – Cts hold-fix bufs: 0
  – Num CTS Buffers: 17
  – CTS resizes: 0

Placed design
  – DP Area: 0.006481 sq mm
  – Port Buffer Count: 21
  – GPL Wtd Cong: 0.8737
  – DP Wirelength: 8.211 mm

Final timing
  – Post-layout period usage: 0.6477
  – Slew of the pin with the lowest slew margin: 0.8906 ns
  – RSZ-0062 raised after global routing: false
  – Final hold violation count: 0
  – Final Max Tran Viols: 0
  – Max-slew headroom: 0.4063
  – Setup violations, final: 0
  – Minimum clock period: 3.368 ns
  – Setup TNS: 0 ns
  – Clk_skew: 0.005078 ns
  – WHS: 0.5069 ns
  – Max Clk Rate: 296.9 MHz

Floorplan
  – Die Y: 141.7 um
  – Fp_density: 0.3097
  – Core area: 0.01889 sq mm
  – # IOs: 22
  – Site Rows: 50
  – Chip Area: 0.02006 sq mm
  – Chip Width: 141.7 um

Global route
  – Gr ovfl total: 0
  – Vias in the first global route: 3628
  – Largest net degree at the start of global routing: 45
  – Global-route wire length before repair: 21.11 mm
  – GRT Total Usage: 0.1518
  – Initial antenna violation count: 0

Min path
  – HP Class: flip-flop to flip-flop
-- registers in the layout (all words and copies together) (netlist names) --
register / count
memory: 128
rd_ptr: 4
data_out: 8
wr_ptr: 4
-- layout make-up --
type,instances,area share
Sequential cell,144,0.5978
Multi-Input combinational cell,208,0.2117
Clock buffer,17,0.05992
Timing Repair Buffer,43,0.05287
Tap cell,260,0.04582
Clock inverter,15,0.02714
Inverter,9,0.004759
-- synth_stat cells, types with 2 or more instances --
cell type / count / area (sq um)
a21oi_1: 12 / 60.06
nor4_1: 5 / 31.28
o31ai_1: 3 / 22.52
a22oi_1: 21 / 157.7
nand3_1: 16 / 80.08
nor2b_1: 5 / 31.28
buf_1: 5 / 18.77
a2111oi_0: 2 / 17.52
nor3_1: 11 / 55.05
nor2_1: 14 / 52.55
buf_2: 5 / 25.02
dfrtp_1: 16 / 400.4
o211a_1: 2 / 20.02
a22o_1: 9 / 78.83
clkbuf_1: 12 / 45.04
o221ai_1: 3 / 26.28
o21ai_0: 7 / 35.03
xnor2_1: 7 / 61.31
mux2_2: 4 / 45.04
nor4b_1: 2 / 17.52
a31oi_1: 4 / 25.02
nand2_1: 19 / 71.32
o211ai_1: 2 / 15.01
o2bb2ai_1: 2 / 17.52
nand2b_1: 3 / 18.77
xor2_1: 5 / 43.79
and3_1: 4 / 25.02
o22ai_1: 4 / 25.02
inv_1: 9 / 33.78
mux2i_1: 6 / 60.06
edfxtp_1: 128 / 3844
ha_1: 8 / 100.1
a222oi_1: 5 / 50.05
a221oi_1: 9 / 78.83
-- power groups by stage --
stage | Combinational (W) | Sequential (W) | Clock (W)
CTS | 0.00135 | 0.00148 | 0.00128
global route | 0.00148 | 0.00149 | 0.00132
finish | 0.00134 | 0.00148 | 0.00126
-- cell families (layout without fill, tap and decap cells) --
logic type	after synthesis	after routing	share of synthesized area
AND/OR/NAND/NOR	83	83	0.06993
buffers and inverters	33	84	0.02416
multiplexers	11	11	0.01989
adder cells (fa/ha/maj)	8	8	0.01711
flip-flops	144	144	0.7254
XOR/XNOR	13	13	0.02074
AND-OR/OR-AND	93	93	0.1228
-- through the flow --
| stage | setup slack [ns] | utilization | instances |
|---|---|---|---|
| 6_report | 1.832 | 0.3758 | 696 |
| 5_1_grt | 1.659 | 0.3758 | 696 |
| 4_1_cts | 1.808 | 0.3758 | 696 |
| 3_5_place_dp | 2.279 | 0.3430 | 664 |
| 3_3_place_gp | 2.309 | 0.3430 | 664 |
| 2_1_floorplan | 2.564 | - | 385 |
-- layer usage --
metal	routed length, um	track usage	up-vias
li1	-	-	1606
met2	6552	0.2349	183
met3	1677	0.09110	13
met4	163	0.01528	0
met5	0	0	-
met1	5413	0.1960	1708
-- worst min path at each step --
stage	end	depth (start not counted)	startpoint	slack, ns
CTS	data_out[1]	1	data_out[1]	0.52
finish	data_out[5]	1	data_out[5]	0.51
global route	data_out[3]	2	data_out[3]	0.54
Power and IR drop assume default switching activity.
