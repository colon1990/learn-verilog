--- flow/run.sh ---
#!/bin/bash
# OpenROAD 26Q1-2900-gdf79404cd8, Yosys 0.63+post, stock flow scripts
make -C /OpenROAD-flow-scripts/flow DESIGN_CONFIG=/design/flow/config.mk WORK_HOME=/design/flow/orfs finish
--- flow/config.mk ---
export PLATFORM = sky130hd
export DESIGN_NAME = fulladd_v1
export DESIGN_NICKNAME = fulladd_v1
export VERILOG_FILES = /design/flow/design.v
export SDC_FILE = /design/flow/constraint.sdc
export NUM_CORES = 4
export LEC_CHECK = 1
export CORE_AREA = 10 10 70 70
export DIE_AREA = 0 0 80 80
--- flow/constraint.sdc ---
current_design fulladd_v1

set clk_period 3.8
set clk_io_pct 0.2

create_clock -name clk0 -period $clk_period

set non_clock_inputs [all_inputs -no_clocks]
set_input_delay [expr $clk_period * $clk_io_pct] -clock clk0 $non_clock_inputs
set_output_delay [expr $clk_period * $clk_io_pct] -clock clk0 [all_outputs]
--- flow/design.v ---
module fulladd_v1 (input [3:0] a,
                   input [3:0] b,
                   input c_in,
                   output c_out,
                   output [3:0] sum);
assign {c_out, sum} = a + b + c_in;
endmodule
module fulladd_v2 (
    input [3:0] a,
    input [3:0] b,
    input c_in,
    output reg c_out,
    output reg [3:0] sum);
    always @ (a or b or c_in) begin
        {c_out, sum} = a + b + c_in;
    end
endmodule
    module tb_fulladd;
        reg [3:0] a;
        reg [3:0] b;
        reg c_in;
        wire [3:0] sum;
        integer i;
        fulladd_v2  fa0 (
        .a (a),
        .b (b),
        .c_in (c_in),
        .c_out (c_out),
        .sum (sum));
        initial begin
            a    <= 0;
            b    <= 0;
            c_in <= 0;
            $monitor ("a = 0x%0h b = 0x%0h c_in = 0x%0h c_out = 0x%0h sum = 0x%0h", a, b, c_in, c_out, sum);
            for (i = 0; i < 5; i = i+1) begin
                #10 a <= $random;
                b     <= $random;
                c_in  <= $random;
            end
        end
    endmodule
==> run summary <==
The synthesis and PnR run went through. The switching portion of total power comes to 0.283. Entering global routing, the biggest net connects 4 pins. Internal power comes to 32.0 µW.

Across all layers, the routed design uses ~160 vias. The flow ran to the end, and the final reports show no timing, DRC or antenna violations. For reference, the final report shows the max-slew violation count at 0. Sequential power share landed at 0. Total negative slack landed at 0 ns. Post-CTS setup buffer count landed at 0. Synthesized chip area reported by yosys landed at 144 µm². Total wire length after detailed routing landed at 498 µm. The DRC violation total left in the routed layout is recorded as 0.

Overall overflow remaining after global route landed at 0. In the log, the iteration count for the first detailed-route pass is 1. In the final layout, flip-flops and latches occupy 0 µm². Die area landed at 6400 µm². The pin closest to its max-slew limit shows a slew of 0.157 ns. Total inserted antenna cells landed at 0.

After floorplanning, the core was sized to cover between 3000 and 4000 µm². Starting density of the core landed at 0.0421. The OpenROAD report gives the critical path a required time of slightly above 3 ns. Post-route fraction of the period consumed by the critical path landed at 0.892. Worst IR drop on VDD landed at 0.0000133 V. Row count landed at 21. Leakage power landed at 0.135 nW. Count of final hold-check violations landed at 0. Violation count after the first detailed-route iteration landed at 0. Post-layout utilization of the core landed at 0.100.

Yosys instantiated no cell more often than inv_1. On the critical path the data arrives at 2.63 ns. Area growth from synthesis to final layout landed at 137%. Total global-route track usage over all layers is 0.0155. The type recorded for the worst min-delay path is in -> out. The vertical die dimension reported for this design is about 80 µm. Gates resized during post-CTS repair numbered 0. Instance tally after logic synthesis landed at 16. Warnings raised by the tools during the run amount to 35. Total setup violations reported at the end of the flow landed at 0.

Per Yosys stat, the portion of area used by sequential elements is 0. In the final layout, the share of cells above drive strength 1 is 0.0333. For this design, the CTS-stage hold fixing added 0 buffers.

Highest net fanout along the worst path landed at 2. Average size of a mapped cell landed at around 9 µm². Per the detail_route report, vias per standard cell equal 2.05.

Die extent in x landed at around 80 µm. The worst setup path is of the in -> out kind. Number of maximum-capacitance constraint violations landed at 0. STA classifies the critical path startpoint as an input port.

The share of total power dissipated in combinational logic is 1.000. The via count of the first global-routing pass came to 154. Based on the critical path, the design can be clocked at up to 0.295 GHz. Final weighted congestion in routability-driven placement landed at 0.772.

In this run the power density over the cells is 131 nW/µm². Checking max transition, the worst relative margin is 0.894. Counting distinct cell types in the post-synthesis netlist gives 9. fa_1 takes more of the synthesized area than any other cell. Post-detailed-route wirelength per cell landed at between 6 and 7 µm. Part of the total power dissipated in the clock network landed at 0.

Final critical path time including I/O delays and setup landed at 3.39 ns. Number of placed instances, taps included landed at 76. Total standard cell area after synthesis landed at around 140 µm². Count of antenna-violating nets left after detailed routing landed at 0. By area the synthesized netlist is led by fa_1, ha_1, xnor2_1. Number of antenna violations at the first check in global routing landed at 0.

I/O pin count landed at 14. After detailed placement, the total cell area comes to ~340 µm². Tally of yosys warning messages landed at 0. The number of sequential cells reported for the layout is 0. The placement report lists the number of port buffers as 14. The worst setup path is captured at an output pin. Cell total in the yosys stat output landed at 16. The tightest hold path in the finished design has a slack of 2.60 ns. By count the netlist is led by inv_1, ha_1, fa_1, xnor2_1.

Leaving out filler cells and counting taps, the final layout contains around 76. Area of all placed cells without fillers landed at 342 µm². The share of synthesized area in the top cell type comes to 0.278. First-pass GRT wire length landed at 779 µm. Per the layout report, the design carries 0 clock buffers. Setup repair after global routing left no endpoint under its margin. The analysis attributes to net switching a power of around 13 µW.
## stage by stage
stage          setup slack [ns]  power (mW)
2_1_floorplan              1.36      0.0141
3_3_place_gp              0.404      0.0458
3_5_place_dp              0.395      0.0458
4_1_cts                   0.392      0.0461
5_1_grt                   0.282      0.0506
6_report                  0.412      0.0446
## worst paths after layout
kind  from  endpoint  slack, ns  depth (start not counted)
max   a[0]     c_out       0.41                          8
min   c_in    sum[0]       2.60                          3
## layout make-up
class	count	area [µm²]
fillers	398	3070
inverters	4	15.0
multi-input cells	12	129
well taps	46	57.6
repair buffers	14	140
## cells by family (layout without fill, tap and decap cells)
| family | Yosys count | in the layout | synth area share |
|---|---|---|---|
| adders and majority gates | 5 | 5 | 0.539 |
| buffers and inverters | 4 | 18 | 0.104 |
| AOI/OAI and AO/OA | 3 | 3 | 0.148 |
| xor gates and xnor gates | 2 | 2 | 0.122 |
| and+or+nand+nor | 2 | 2 | 0.0870 |
## power by group through the flow
| stage | registers, mW | clock network, mW | logic [mW] |
|---|---|---|---|
| CTS | 0 | 0 | 0.0461 |
| global route | 0 | 0 | 0.0506 |
| finish | 0 | 0 | 0.0446 |
## cell usage in the layout, fill, tap and decap left out
master / instances
nor2b_1: 1
a21oi_2: 1
clkdlybuf4s50_1: 14
o21ai_0: 1
xnor2_1: 2
fa_1: 2
nand2b_1: 1
inv_1: 4
ha_1: 3
a21o_1: 1
## layer usage
metal | global-route usage | part of all wire
met4 | 0 | 0
met1 | 0.0232 | 0.46
met5 | 0 | 0
met3 | 0.0125 | 0.26
met2 | 0.0169 | 0.28
## worst max-delay path, stage by stage
cell	delay, ns
clkdlybuf4s50_1	0.48
fa_1	0.20
inv_1	0.05
fa_1	0.40
nor2b_1	0.12
o21ai_0	0.08
nand2b_1	0.07
clkdlybuf4s50_1	0.46
Power figures rest on the tool's default switching activity, not on a simulated workload.
